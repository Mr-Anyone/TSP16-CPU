--- design/flow/config.mk ---
export PLATFORM = sky130hd
export DESIGN_NAME = Regfile
export DESIGN_NICKNAME = Regfile
export VERILOG_FILES = /design/flow/design.v
export SDC_FILE = /design/flow/constraint.sdc
export NUM_CORES = 4
export LEC_CHECK = 1
export CORE_UTILIZATION = 30
--- design/flow/constraint.sdc ---
current_design Regfile

set clk_period 3.3
set clk_io_pct 0.2

create_clock -name clk0 -period $clk_period [get_ports {clk}]

set non_clock_inputs [all_inputs -no_clocks]
set_input_delay [expr $clk_period * $clk_io_pct] -clock clk0 $non_clock_inputs
set_output_delay [expr $clk_period * $clk_io_pct] -clock clk0 [all_outputs]
--- design/flow/design.v ---
module Regfile(
    input wire write, 
    input [2:0] write_reg_num, 
    input [15:0] write_data,
    input clk,
    input [2:0] read_reg_num, 
    input [2:0] read_reg_num_two, 
    input [2:0] read_reg_num_three, 
    input [2:0] read_reg_num_four, 
    output [15:0] output_one,
    output [15:0] output_two,
    output [15:0] output_three,
    output [15:0] output_four
);
    wire [7:0] write_reg_onehot;
    ToOneHot onehot(
        .num(write_reg_num), 
        .onehot(write_reg_onehot)
    );
    wire [15:0] register_outputs [7:0];
    genvar i;  
    generate 
        for (i=0; i<8; i=i+1) begin 
            Register register(
                .clk(clk), 
                .write(write & write_reg_onehot[i]), 
                .in(write_data),
                .out(register_outputs[i])
            );
        end
    endgenerate
    assign output_one = register_outputs[read_reg_num];
    assign output_two = register_outputs[read_reg_num_two];
    assign output_three = register_outputs[read_reg_num_three];
    assign output_four = register_outputs[read_reg_num_four];
endmodule
module Register(
    input wire clk,
    input wire write,
    input wire [15:0] in,
    output reg [15:0] out
);
    wire [15:0] next_clk = (write) ? in : out;
    always @(posedge clk) begin 
        out <= next_clk;
    end
endmodule
module ToOneHot(
    input [2:0] num,
    output reg [7:0] onehot
);
    always_comb begin
        case(num)
            3'b000: onehot = 8'b00000001;
            3'b001: onehot = 8'b00000010;
            3'b010: onehot = 8'b00000100;
            3'b011: onehot = 8'b00001000;
            3'b100: onehot = 8'b00010000;
            3'b101: onehot = 8'b00100000;
            3'b110: onehot = 8'b01000000;
            3'b111: onehot = 8'b10000000;
        endcase
    end
endmodule
--- design/flow/run.sh ---
#!/bin/bash
# OpenROAD 26Q1-2900-gdf79404cd8, Yosys 0.63+post, stock flow scripts
make -C /OpenROAD-flow-scripts/flow DESIGN_CONFIG=/design/flow/config.mk WORK_HOME=/design/flow/orfs finish
==> results.sh <==
# yosys + openroad results
export IMPL_status="complete, no violations"
export IMPL_critPathRequiredTime_ns=2.64
export IMPL_netlist_instances=730
export IMPL_overflow=0
export IMPL_p_sw_mw=1.19
export IMPL_finalHoldViolations=0
export IMPL_drt_initial_drc_count=730
export IMPL_dieHeight_um=168
export IMPL_area_delta_synth_final_pct=32.2
export IMPL_critPathCaptureType="output port"
export IMPL_finalWeightedCongestion=0.991
export IMPL_grt_pass1_vias=7423
export IMPL_peakVddDrop_uv=319
export IMPL_worst_pin_slew_ns=0.587
export IMPL_swShare_pct=26.2
export IMPL_timing_final_crit_share_pct=99.7
export IMPL_rsz0062_at_grt="yes"
export IMPL_postCtsHoldBufs=0
export IMPL_async_flop_share_pct=0
export IMPL_yosysWarnings=3
export IMPL_ctsRootBufferMaster="clkbuf_16"
export IMPL_clkTransAtPathRegs_ns=0.06
export IMPL_dp_cells=1202
export IMPL_finalSetupViolCount=0
export IMPL_top_cell_area_share_pct=46.6
export IMPL_synth_avg_cell_area_um2=11.3
export IMPL_largest_reg_flops=128
export IMPL_clock_sinks=128
export IMPL_arrival_ns=2.63
export IMPL_grt_total_usage_pct=22.9
export IMPL_drv_cap=0
export IMPL_grt_max_degree=37
export IMPL_power_report_internal_total_mw=3.35
export IMPL_p_seq_share_pct=41.9
export IMPL_rows=60
export IMPL_post_route_min_period_ns=3.29
export IMPL_crit_path_max_fanout=10
export IMPL_wl_per_cell_um=25.2
export IMPL_vias_per_cell=5.92
export IMPL_warnings=26
export IMPL_maxSlewViolCount=0
export IMPL_fp_coreArea_um2=27000
export IMPL_fmax_mhz=304
export IMPL_htree_num_levels=4
export IMPL_antenna_left=0
export IMPL_setup_worst_path_start_class="primary input"
export IMPL_edf_count=128
export IMPL_first_pass_iters=8
export IMPL_regMostFlops="genblk1.register.out"
export IMPL_combPwrFrac_pct=19.7
export IMPL_relSlewSlack_pct=60.8
export IMPL_synth_stat_cells=730
export IMPL_largest_area_cell="edfxtp_1"
export IMPL_ys_ff=128
export IMPL_hold_ws_ns=0.977
export IMPL_cts_tree="yes"
export IMPL_pwr_share_clk_pct=38.4
export IMPL_vias=7311
export IMPL_route_final_wire_length_um=31100
export IMPL_ys_chip_area_um2=8240
export IMPL_p_leak_nw=3.78
export IMPL_drive_gt1_share_pct=23.8
export IMPL_dp_hpwl_um=21600
export IMPL_diodes=0
export IMPL_syn_cell_area_um2=8240
export IMPL_port_buffers=96
export IMPL_io_pins=97
export IMPL_initCoreUtil_pct=30.6
export IMPL_ys_seq_share_pct=46.6
export IMPL_antenna_found_initial=0
export IMPL_numCtsBuffers=17
export IMPL_drc=0
export IMPL_grt_pass1_wl_um=45700
export IMPL_postLayoutCoreUtil_pct=40.4
export IMPL_stdcell_count=1236
export IMPL_cts_path_max_buffers=2
export IMPL_ys_types=48
export IMPL_die_x_um=168
export IMPL_report_power_total_mw=4.54
export IMPL_area_leaders="edfxtp_1 47%, mux2i_1 8.4%, mux2_2 5.1%"
export IMPL_ff_type="edfxtp_1"
export IMPL_min_path_type="primary input to flip-flop"
export IMPL_crit_type="primary input to output port"
export IMPL_power_density_nw_per_um2=416
export IMPL_top_regs="genblk1.register.out x128"
export IMPL_dieArea_um2=28100
## critical path, cell delays in order
cell and delay (ns):
clkdlybuf4s50_1 0.42, buf_6 0.15, buf_4 0.15, nor2_2 0.19
buf_6 0.18, a22oi_1 0.09, a31oi_1 0.26, clkdlybuf4s50_1 0.51
## cell usage after synthesis, drive strengths merged (16+ instances only)
library cell / n
o22a: 20
a211oi: 16
a21oi: 42
nor2: 55
nor3b: 54
o22ai: 20
mux2: 37
nand2b: 45
mux2i: 69
a31oi: 36
a32oi: 35
edfxtp: 128
buf: 55
a22oi: 35
## cells by family after synthesis
| logic type | Yosys count | share of synthesized area, % |
|---|---|---|
| mux | 111 | 14.9 |
| compound gates | 223 | 19.5 |
| flops | 128 | 46.6 |
| simple gates | 192 | 13.6 |
| buf+inv | 76 | 5.39 |
## stage by stage
stage	cell area [um2]	setup TNS, ns	worst slack, ns
floorplan	8240	0	0.917
global placement	10200	-0.0249	-0.0110
detailed placement	10200	0	0.00471
CTS	10700	0	0.00136
global route	10900	-0.0380	-0.0380
finish	10900	0	0.00904
## what timing repair did
| action | 4_1_cts | 5_1_grt |
|---|---|---|
| pin swaps | 0 | 4 |
| resized | 2 | 36 |
| buffers inserted | 0 | 1 |
| cloned | 0 | 1 |
| setup endpoints to repair | 3 | 38 |
## routing by layer
layer | GRT usage (%) | wire, um | up-vias | share of wire [%]
li1 | - | - | 3231 | -
met1 | 31.1 | 12400 | 3504 | 40
met5 | 1.22 | 0 | - | 0
met4 | 4.91 | 727 | 0 | 2.3
met3 | 11.1 | 4200 | 55 | 13
met2 | 34.0 | 13800 | 521 | 44
## path summary, 6_finish.rpt
kind                        start                     endpoint  depth (start not counted)
setup / recovery  read_reg_num[0]               output_one[12]                          8
hold / removal     write_data[15]  genblk1[1].register.out[15]                          1
## power groups by stage
| stage | Clock, mW | Combinational (mW) | Sequential, mW |
|---|---|---|---|
| 4_1_cts | 1.76 | 0.866 | 1.90 |
| 5_1_grt | 1.82 | 0.948 | 1.91 |
| 6_report | 1.74 | 0.893 | 1.90 |
## placed cells by master (no fill, tap or decap), types with 3 or more instances in the layout
master,Yosys,layout
a211oi_1,16,15
a21oi_1,42,42
a221o_1,3,3
a221oi_2,1,5
a22oi_1,35,35
a31oi_1,36,29
a31oi_2,0,7
a32oi_1,35,35
buf_12,1,15
buf_2,34,4
buf_4,12,80
buf_6,7,10
clkbuf_16,0,17
clkdlybuf4s50_1,0,90
clkinv_1,0,3
clkinvlp_4,0,4
edfxtp_1,128,128
inv_1,7,7
inv_6,0,3
mux2_2,37,37
mux2i_1,69,69
mux4_2,3,3
nand2_1,12,12
nand2b_1,45,45
nor2_1,53,45
nor2_2,2,10
nor3b_1,54,53
o22a_1,20,20
o22ai_1,20,20
o32a_1,3,3
or3_1,5,3
## area by class of cell
class,instances,area [um2]
Fill cell,2425,16100
Multi-Input combinational cell,526,4090
Sequential cell,128,3840
Timing Repair Buffer,202,1970
Clock buffer,18,429
Tap cell,341,427
Clock inverter,14,116
Inverter,7,26.3
Power and IR drop assume default switching activity.

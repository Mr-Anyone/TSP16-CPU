`run.sh`:
```
#!/bin/bash
# OpenROAD 26Q1-2900-gdf79404cd8, Yosys 0.63+post, stock flow scripts
make -C /OpenROAD-flow-scripts/flow DESIGN_CONFIG=/design/flow/config.mk WORK_HOME=/design/flow/orfs finish
```
`config.mk`:
```
export PLATFORM = sky130hd
export DESIGN_NAME = PipelineMemory
export DESIGN_NICKNAME = PipelineMemory
export VERILOG_FILES = /design/flow/design.v
export SDC_FILE = /design/flow/constraint.sdc
export NUM_CORES = 4
export LEC_CHECK = 1
export CORE_AREA = 10 10 115 115
export DIE_AREA = 0 0 125 125
```
`constraint.sdc`:
```
current_design PipelineMemory

set clk_period 7.4
set clk_io_pct 0.2

create_clock -name clk0 -period $clk_period [get_ports {clk}]

set non_clock_inputs [all_inputs -no_clocks]
set_input_delay [expr $clk_period * $clk_io_pct] -clock clk0 $non_clock_inputs
set_output_delay [expr $clk_period * $clk_io_pct] -clock clk0 [all_outputs]
```
`design.v`:
```
module PipelineMemory(
    input clk, 
    input reset,
    input execute_done, 
    input execute_is_dependent, 
    input [15:0] execute_result, 
    input [15:0] execute_instr,
    input [15:0] memory_data_from_ram,
    input [15:0] memory_rn, 
    input [15:0] memory_rd, 
    output reg memory_done,
    output reg memory_is_dependent,
    output reg [15:0] memory_result,
    output reg [15:0] memory_instr, 
    output reg [15:0] memory_read_address,
    output wire [15:0] memory_write_address,
    output wire [15:0] memory_write_data,
    output wire memory_write,
    output wire [2:0] memory_rn_num,
    output wire [2:0] memory_rd_num  
);
    assign memory_rn_num = execute_instr[5:3];
    assign memory_rd_num = execute_instr[2:0];
    always_comb begin 
        memory_read_address =  memory_rn;
        memory_write_data =  memory_rd;
        if(memory_instr[2:0] == memory_rn_num
            && memory_is_dependent)
            memory_read_address = memory_result;  
        if(memory_instr[2:0] == memory_rd_num && 
            memory_is_dependent)
            memory_write_data = memory_result;
    end
    assign memory_write_address = memory_read_address;
    assign memory_write = (4'b0101 == execute_instr[15:12]) ? 1'b1 : 1'b0;  
    reg [15:0] next_memory_result;
    always_comb begin
        next_memory_result = execute_result;  
        if(execute_instr[15:12] == 4'b0100)  
            next_memory_result = memory_data_from_ram;
    end
    always_ff @(posedge clk) begin 
        memory_done <= (reset) ? (1'b0) : 1'b1; 
        memory_is_dependent <= (reset) ? (1'b0) : execute_is_dependent;  
        memory_result <= (reset) ? (16'b0) : next_memory_result;
        memory_instr <= (reset) ? (16'b0) : execute_instr;
    end
endmodule
```
==> Slide: Implementation Results <==
Implementation Results

Run
  • Log Warnings: 26
  • Max cap viols: 0

Clock tree
  • Hold_buf cts: 0
  • Htree depth: 2
  • Clk root buf: clkbuf_8
  • Clock net sink count: 34
  • Clk pin slew, worst setup/hold paths: 80 ps
  • CTS tree: built
  • CTS resizes: 0
  • # Post-CTS Setup Buffers: 0
  • CTS Buffer Depth: 2
  • CTS Buf Count: 5

Finish
  • Layout cells sized above 1: 14.8%
  • Filler cells: 1109
  • Final core area utilization: 32.8%
  • Storage element area: 681 sq um
  • Design area: 0.00355 sq mm
  • Gate Area: 846 sq um
  • Area growth from synthesis to layout: 102%

Timing
  • Slew HR: 50.8%
  • Final hold vios: 0
  • Max Slew Vio Count: 0
  • Setup total negative slack: 0 ps
  • Final WS setup: 2130 ps
  • Unrepaired setup endpoints after global routing: no
  • Final period util: 71.2%
  • Post-route minimum period: 5270 ps
  • Tightest Pin Transition: 736 ps
  • Fmax: 0.190 GHz
  • Endpoints failing setup: 0

Pwr
  • PD cells: 144 mW/mm^2
  • Leak: 1.39 nW
  • NetSw: 0.112 mW
  • Sw Ratio: 22.0%
  • Clock power share: 34.3%
  • Internal: 0.398 mW
  • Total power draw: 0.510 mW
  • Comb pwr share: 26.5%
  • Seq pwr share: 39.1%
  • Peak VDD IR: 70.3 uV

Floorplan
  • # rows: 38
  • Number of top-level pins: 173
  • Chip area: 0.0156 sq mm
  • Die Y: 125 um
  • Initial Util: 16.2%
  • Die X: 125 um
  • Core Area: 0.0108 sq mm

Synthesis
  • Yosys chip area: 0.00176 sq mm
  • Yosys warning count: 3
  • Cells after synthesis: 173
  • Main flop type: dfxtp_1
  • Post-synth EDFFs: 0
  • Post-synth cell types: 18
  • Synth area leader: dfxtp_1
  • Yosys top cell area share: 38.7%
  • Cells in synth_stat.txt: 173
  • Post-synth ARST share: 0%
  • Post-synthesis sequential area ratio: 38.7%
  • Flops after synth: 34
  • Top cells by area, synth: dfxtp_1, mux2_4, mux2_2, buf_4, nand2_1
  • Post-Synthesis Cell Area: 0.00176 sq mm
  • Synth top cells by count: dfxtp_1, nand2_1, buf_4
  • Avg Cell Area, Syn: 10.2 sq um
  • Post-synthesis cell type with the largest instance count: dfxtp_1

Min path
  • Hold Crit Class: in -> reg
  • Hold path start: execute_is_dependent

Critical path
  • WP data required: 5920 ps
  • Max FO, Critical Path: 16
  • Setup crit start: execute_instr[5]
  • Critical Setup Path Class: in -> out
  • CP endpoint kind: output pin
  • Worst setup SP type: primary input
  • Crit path arrival time: 3790 ps

Global routing
  • GR Overflow Total: 0
  • Largest net degree at the start of global routing: 35
  • Initial antenna violation count: 0
  • Number of global-route vias before repair: 1768
  • Total GRT Usage: 9.13%
  • First-pass GRT wire length: 11400 um

Outcome
  • Outcome: finished, final reports clean

Placed design
  • GPL Wtd Cong: 0.848
  • Placed cell area: 0.00344 sq mm
  • Detailed-placement wirelength estimate: 6190 um
  • Setup WS pre-CTS: 2060 ps
  • I/O Buffers: 171

Drt
  • N_diodes: 0
  • Drt via density: 3.67
  • WL per Instance: 16.3 um
  • Router iterations before antenna repair: 4
  • Via count: 1705
  • Routed Antenna Nets: 0
  • WL final: 7600 um
  • Detailed Route Iter0 Violations: 39
  • DRC: 0
==> final timing paths <==
path                                    to  slack, ps  cells after the start
hold / removal         memory_is_dependent       1740                      2
setup / recovery  memory_write_address[12]       2130                      5
==> area by class of cell <==
class / count / area share, %
repair buffers: 174 / 48.8
multi-input cells: 108 / 23.8
flip-flops and latches: 34 / 19.2
well taps: 140 / 4.93
clock buffers: 5 / 1.94
clock inverters: 3 / 1.27
inverters: 1 / 0.106
==> worst max-delay path: stages <==
cell	delay, ps
clkdlybuf4s50_1	460
xnor2_1	250
nand4_2	610
mux2_2	550
clkdlybuf4s50_1	420
==> cell families (layout without fill, tap and decap cells) <==
kind of cell,after synthesis,after routing,synth area share (%)
compound gates,16,16,4.55
flops,34,34,38.7
simple gates,54,54,17.1
mux,32,32,23.5
xor+xnor,6,6,2.99
buf+inv,31,183,13.3
==> metrics by stage <==
stage | hold WS (ps) | cells
after floorplan | 1550 | 173
after global placement | 2040 | 457
after detailed placement | 2040 | 457
after CTS | 1720 | 465
after global routing | 1730 | 465
final | 1740 | 465
==> metal layers <==
layer | routed length (um) | GRT usage [%] | vias up
li1 | - | - | 855
met1 | 3020 | 10.8 | 761
met2 | 3850 | 16.0 | 85
met3 | 641 | 3.17 | 4
met4 | 81 | 1.08 | 0
met5 | 0 | 0 | -
==> registers in the layout, indices dropped and copies added, names as in the netlist <==
register	cells
memory_instr	16
memory_is_dependent	1
memory_done	1
memory_result	16
==> power by group through the flow <==
stage         sequential, mW  clock (mW)  combinational (mW)
CTS                    0.200       0.185               0.139
global route           0.201       0.191               0.147
finish                 0.200       0.175               0.135
==> layout by cell type (no fill, tap or decap), types with 2 or more instances in the layout <==
cell type	count
nor2b_1	17
clkdlybuf4s50_1	171
buf_4	3
clkbuf_8	5
xnor2_1	6
nand2_1	31
mux2_2	18
a21oi_1	16
dfxtp_1	34
nand4_2	2
mux2_4	14
clkinvlp_4	2
Power is estimated from default activity; no workload was simulated.

**./config.mk**
```make
export PLATFORM = sky130hd
export DESIGN_NAME = PipelineFetch
export DESIGN_NICKNAME = PipelineFetch
export VERILOG_FILES = /design/flow/design.v
export SDC_FILE = /design/flow/constraint.sdc
export NUM_CORES = 4
export LEC_CHECK = 1
export CORE_AREA = 10 10 88 88
export DIE_AREA = 0 0 98 98
```
**./constraint.sdc**
```tcl
current_design PipelineFetch

set clk_period 3.5
set clk_io_pct 0.2

create_clock -name clk0 -period $clk_period [get_ports {clk}]

set non_clock_inputs [all_inputs -no_clocks]
set_input_delay [expr $clk_period * $clk_io_pct] -clock clk0 $non_clock_inputs
set_output_delay [expr $clk_period * $clk_io_pct] -clock clk0 [all_outputs]
```
**./design.v**
```verilog
module PipelineFetch(
    input clk, 
    input reset,
    input execute_z,
    input execute_v,
    input execute_n,
    input [15:0] fetch_instr,
    input [15:0] next_instr,
    input execute_stall,
    output reg [15:0] pc
);
    reg fetch_stall;   
    always_comb begin 
        fetch_stall = 1'b0;
        if(execute_stall) begin
            fetch_stall = 1'b1;
        end else if (fetch_instr[15:9] == 7'b0000101) begin
            fetch_stall = 1'b1;
        end
    end
    reg [15:0] next_pc;
    always_comb begin
        if(reset) begin 
            next_pc = 16'b0;
        end else if(fetch_stall) begin 
            next_pc = pc;
        end else begin 
            next_pc = pc + 1;
        end
    end
    always @(posedge clk)begin 
        pc <= next_pc; 
    end
endmodule
```
**./run.sh**
```bash
#!/bin/bash
# OpenROAD 26Q1-2900-gdf79404cd8, Yosys 0.63+post, stock flow scripts
make -C /OpenROAD-flow-scripts/flow DESIGN_CONFIG=/design/flow/config.mk WORK_HOME=/design/flow/orfs finish
```
==> flow_metrics.tcl <==
# collected from the flow reports
set metrics [dict create \
    result_of_the_run "finished, final reports clean" \
    syn_avg_cell_area_um2 8.71 \
    insertedDiodeCount 0 \
    final_layout_size_suffix_gt1_share_pct 7.08 \
    clk_latency_ns 0.24 \
    crit_chain "clkdlybuf4s50_1 > nor3b_1 > a211o_2 > or3_1 > a21oi_1" \
    drt_pass1_iterations 2 \
    clkSinkCount 16 \
    power.sequential.fraction_pct 49.9 \
    vdd_ir_drop_max_v 0.000115 \
    clk_pin_slew_ns 0.06 \
    syn_area_um2 749 \
    final-hold-violation-count 0 \
    powerDensity_nw_per_um2 330 \
    grt_pass1_wl_mm 3.37 \
    route.layer.met1.wl_um 822 \
    synth_seq_share_pct 42.7 \
    count_of_instances_resized_after_the_clock_tree_is_built 0 \
    ys_seq_elements 16 \
    stdcell_count 188 \
    synthMostInstantiatedCell "sky130_fd_sc_hd__dfxtp_1" \
    largest_register_ffs 16 \
    die-width_um 98 \
    dp_hpwl_mm 1.50 \
    postLayoutCoreUtil_pct 19.3 \
    drcViolationCount 0 \
    crit_path_max_fanout 9 \
    worst_slew_margin_rel_pct 50.6 \
    hold-worst-slack_ns 0.492 \
    top_layer_used "met4" \
    met2_layer_wire_length_in_the_routed_design_mm 1.02 \
    clock_power_share_pct 42.9 \
    max_freq_mhz 455 \
    area_grow_syn2layout_pct 52.3 \
    worstSetupEndpointType "flip-flop" \
    die-height_um 98 \
    switching_power_as_a_share_of_total_power_pct 20.0 \
    first_global_vias 658 \
    synth.top_cells.by_count "16 x sky130_fd_sc_hd__dfxtp_1, 10 x sky130_fd_sc_hd__a21oi_1, 9 x sky130_fd_sc_hd__o21ai_0, 9 x sky130_fd_sc_hd__or3_1, 7 x sky130_fd_sc_hd__nor2_1" \
    worst_path_buffer_plus_inverter_count 1 \
    cts_buffer_depth 2 \
    dr_total_vias 729 \
    topCellsByArea "sky130_fd_sc_hd__dfxtp_1 43%, sky130_fd_sc_hd__or3_1 7.5%, sky130_fd_sc_hd__xnor2_1 7.0%" \
    design.die.area_um2 9600 \
    wirelength_mm 1.96 \
    fin_setup_tns_ns 0 \
    comb_power_share_pct 7.2 \
    grt.overflow.total 0 \
    switchingPower_uw 75.4 \
    synthesis.instances 86 \
    grt_antenna_before_repair 0 \
    crit_type "input port to flip-flop" \
    crit_slowest_cell "sky130_fd_sc_hd__nor3b_1" \
    htree_levels 1 \
    reg_top3 "pc: 16 flops" \
    routed_via_density 3.88 \
    fillCellCount 652 \
    tool_warnings 53 \
    worst_clock_skew_ns 0.00173 \
    worst_path_largest_cell_delay_ns 0.61 \
    initCoreUtil_pct 12.7 \
    final-setup-viol-count 0 \
    path_delay_family "simple AND/OR/NAND/NOR gates" \
    shortest_period_the_worst_path_allows_ns 2.20 \
    grt_max_degree 17 \
    largest_register "pc" \
    synth-warning-count 1 \
    worst_slew_pin_slew_ns 0.740 \
    holdBufCountCts 0 \
    ys_area_um2 749 \
    synth_stat.cells 86 \
    finalWeightedCongestion 0.750 \
    cp.required_ns 3.61 \
    detailedRoute.firstIterationViolations 39 \
    grtUsageTotal_pct 3.98 \
    cts_post_setup_buffers_inserted 0 \
    hold_class "flip-flop to flip-flop" \
    core_um2 5920 \
    rsz0062_at_grt "false" \
    ant_nets 0 \
    count_of_flip_flops_with_a_built_in_enable_after_synthesis 0 \
    async_reset_ff_share_pct 0 \
    clock_tree_from_tritoncts "built" \
    fp-row-count 28 \
    worstPathArrival_ns 2.31 \
    post-route-period-util_pct 62.8 \
    cts_root_buf "sky130_fd_sc_hd__clkbuf_8" \
    number_of_maximum_capacitance_violations 0 \
    crit_path_start_kind "input port" \
    wl_per_cell_um 10.4 \
    boundaryPins 54 \
    p_leak_nw 0.322 \
    dp.cells 184 \
    detailroute.wirelength.met3_um 71 \
    synth.lib_cells_used.distinct 22 \
    timing.final.max_slew_violations 0 \
    total_of_buffers_placed_on_input_and_output_ports 25 \
    ys.flop_type "sky130_fd_sc_hd__dfxtp_1" \
    synth_top_area_share_pct 42.7 \
    clock_buffer_count_from_cts 3 \
    p_int_uw 302 \
    largest_area_cell "sky130_fd_sc_hd__dfxtp_1" \
]
[per-layer routing]
layer,global-route usage (%),vias to the layer above
li1,-,374
met1,4.95,345
met2,6.90,8
met3,0.711,2
met4,1.01,0
met5,0,-
[worst register-to-register path, stage by stage (launching register included)]
cell	delay [ns]
sky130_fd_sc_hd__dfxtp_1	0.40
sky130_fd_sc_hd__ha_1	0.22
sky130_fd_sc_hd__nand2_1	0.06
sky130_fd_sc_hd__a211o_2	0.40
sky130_fd_sc_hd__or3_1	0.37
sky130_fd_sc_hd__a21oi_1	0.14
[final timing paths]
path | end | from | slack (ns) | depth (start not counted)
setup reg to reg | pc[8] | pc[0] | 1.83 | 5
hold reg to reg | pc[15] | pc[15] | 0.49 | 2
setup / recovery | pc[8] | fetch_instr[9] | 1.30 | 5
hold / removal | pc[15] | pc[15] | 0.49 | 2
[through the flow]
stage / power [mW] / instance area [µm²] / setup slack (ns)
after floorplan: 0.201 / 749 / 1.70
after global placement: 0.220 / 1090 / 1.07
after global routing: 0.398 / 1140 / 1.16
after detailed placement: 0.220 / 1090 / 1.05
after CTS: 0.384 / 1140 / 1.31
final: 0.377 / 1140 / 1.30
[cell usage in the layout (no fill, tap or decap), drive strengths merged]
cell type / netlist / layout
inv: 2 / 2
nand4b: 1 / 1
clkdlybuf4s50: 0 / 25
nand3: 5 / 5
nand4: 2 / 2
or3: 9 / 9
o21ai: 9 / 9
clkbuf: 1 / 4
a211o: 2 / 2
dfxtp: 16 / 16
nor4b: 1 / 1
nand2: 5 / 5
ha: 1 / 1
mux2i: 1 / 1
a2111oi: 1 / 1
and4: 2 / 2
nor2: 7 / 7
xnor2: 6 / 6
a21oi: 10 / 10
a211oi: 3 / 3
nor3b: 1 / 1
[cell type report]
class | count | area (µm²) | area share [%]
inverter | 2 | 7.51 | 0.658
tap | 75 | 93.8 | 8.22
sequential | 16 | 320 | 28.1
clock buffer | 4 | 55.1 | 4.82
timing repair buffer | 25 | 250 | 21.9
multi-input combinational | 66 | 414 | 36.3
[power by group through the flow]
| stage | clock, mW | sequential [mW] | combinational [mW] |
|---|---|---|---|
| 4_1_cts | 0.168 | 0.188 | 0.0277 |
| 5_1_grt | 0.179 | 0.188 | 0.0300 |
| 6_report | 0.162 | 0.188 | 0.0272 |
[cells by family (layout without fill, tap and decap cells)]
family | count (synthesis) | after routing | synth area share, %
xor gates and xnor gates | 6 | 6 | 7.01
buffers and inverters | 4 | 31 | 2.00
and+or+nand+nor | 33 | 33 | 25.7
muxes | 1 | 1 | 1.34
AOI/OAI and AO/OA | 25 | 25 | 19.5
DFF | 16 | 16 | 42.7
adders and majority gates | 1 | 1 | 1.67
No activity file was given, so power comes from the tool's default toggle rates.
